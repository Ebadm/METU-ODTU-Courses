==> flow/design.v <==
`timescale 1ns / 1ps
module ROM (
input [2:0] addr, 
output reg [7:0] dataOut);
	always@(*) 
	begin
		case (addr)
			3'b000: dataOut = 8'b00000000;
			3'b001: dataOut = 8'b01010101;
			3'b010: dataOut = 8'b10101010;
			3'b011: dataOut = 8'b00110011;
			3'b100: dataOut = 8'b11001100;
			3'b101: dataOut = 8'b00001111;
			3'b110: dataOut = 8'b11110000;
			3'b111: dataOut = 8'b11111111;
		endcase
	end
endmodule
module XOR_RAM (
input mode, 
input [2:0] addr, 
input [7:0] dataIn, 
input [7:0] mask, 
input CLK, 
output reg [7:0] dataOut);
reg[7:0] temp[0:7];
reg [7:0] store;
reg [2:0] oya;
	initial begin
		temp[0] = 8'b00000000;
		temp[1] = 8'b00000000;
		temp[2] = 8'b00000000;
		temp[3] = 8'b00000000;
		temp[4] = 8'b00000000;
		temp[5] = 8'b00000000;
		temp[6] = 8'b00000000;
		temp[7] = 8'b00000000;
		dataOut = 8'b00000000;
		store = 8'b00000000;
	end
	always@(posedge CLK)
		begin
			if (mode==0) begin
				case (addr)
					3'b000: temp[0] <= (dataIn ^ mask);
					3'b001: temp[1] <= (dataIn ^ mask);
					3'b010: temp[2] <= (dataIn ^ mask);
					3'b011: temp[3] <= (dataIn ^ mask);
					3'b100: temp[4] <= (dataIn ^ mask);
					3'b101: temp[5] <= (dataIn ^ mask);
					3'b110: temp[6] <= (dataIn ^ mask);
					3'b111: temp[7] <= (dataIn ^ mask);
				endcase
			end
		end
	always@(*)
		begin
			if (mode==1)
				begin
				case (addr)
					3'b000: dataOut <= temp[0];
					3'b001: dataOut <= temp[1];
					3'b010: dataOut <= temp[2];
					3'b011: dataOut <= temp[3];
					3'b100: dataOut <= temp[4];
					3'b101: dataOut <= temp[5];
					3'b110: dataOut <= temp[6];
					3'b111: dataOut <= temp[7];
				endcase		
				end
		end
endmodule
module EncodedMemory (
input mode, 
input [2:0] index, 
input [7:0] number, 
input CLK, 
output [7:0] result);
	wire [7:0] mask;
	ROM R(index, mask);
	XOR_RAM XR(mode, index, number, mask, CLK, result);
endmodule
==> flow/run.sh <==
#!/bin/bash
# OpenROAD 26Q1-2900-gdf79404cd8, Yosys 0.63+post, stock flow scripts
make -C /OpenROAD-flow-scripts/flow DESIGN_CONFIG=/design/flow/config.mk WORK_HOME=/design/flow/orfs finish
==> flow/config.mk <==
export PLATFORM = sky130hd
export DESIGN_NAME = EncodedMemory
export DESIGN_NICKNAME = EncodedMemory
export VERILOG_FILES = /design/flow/design.v
export SDC_FILE = /design/flow/constraint.sdc
export NUM_CORES = 4
export LEC_CHECK = 1
export CORE_UTILIZATION = 50
==> flow/constraint.sdc <==
current_design EncodedMemory

set clk_period 2.2
set clk_io_pct 0.2

create_clock -name clk0 -period $clk_period [get_ports {CLK}]

set non_clock_inputs [all_inputs -no_clocks]
set_input_delay [expr $clk_period * $clk_io_pct] -clock clk0 $non_clock_inputs
set_output_delay [expr $clk_period * $clk_io_pct] -clock clk0 [all_outputs]
==> CHANGELOG.md <==
### Metrics

* Area share of the largest cell type after synthesis at 68.2%
* Final setup violating endpoints at 0
* Number of instances in the synthesized netlist at 174
* Number of max-capacitance violations reported at 0
* Total cell area reported by yosys after synthesis at 2820 sq um
* Clock Power Share at 31.8%
* Wire length reported by the detailed router at 5.36 mm
* Final tally of hold violations at 0
* Count of cells resized by post-cts repair at 0
* Total antenna diodes in the routed design at 0
* Global placer's final weighted congestion at 0.821
* Combined global-route utilization of all metal layers at 21.4%
* Synthesis Warnings at 3
* Post-route design area at 3390 sq um
* CTS tree: built
* Synth-to-layout area growth at 20.2%
* Antenna-violating nets left at 0
* Proportion of layout cells with a drive suffix above 1 at 20.2%
* Maximum clock frequency at 524 MHz
* Global-route congestion overflow total at 0
* Startpoint type of the worst setup path: primary input
* Vias in the first global route at 1678
* Share of the core filled with cells in the final layout at 64.3%
* Slew of the pin with the lowest slew margin at 0.621 ns
* Post-synthesis average cell area at 16.2 sq um
* Tally of unique sky130hd cells used after synthesis at 27
* Slowest stage delay, CP at 0.55 ns
* Die extent in x at 77.1 um
* Die Span Y at 77.1 um
* Slowest CP cell: clkdlybuf4s50_1
* First drt pass iteration count at 4
* Row count at 26
* Deepest clock path buffer count at 2
* Global-route wire length before repair at 8.67 mm
* Max_slew headroom at 58.3%
* Clock-pin transition on the worst setup and hold timing paths at 0.06 ns
* Endpoints left unconstrained at 16
* Cells along the critical path: clkdlybuf4s50_1 -> buf_4 -> maj3_2 -> xnor2_1
* Placed Area at 3240 sq um
* Cts bufs inserted at 9
* Post-place setup slack at -0.00502 ns
* Antenna violations before repair at 0
* Min Tclk post-route at 1.91 ns
* Combinational Power Share at 10.0%
* Internal power component at 1.94 mW
* Source of the worst hold timing path: index[2]
* Tool warnings at 25
* Post-detailed-route via-to-cell ratio at 5.44
* Most area-hungry cell type in the Yosys netlist: edfxtp_1
* Start-to-end type of the worst setup path: in2reg
* CP Capture Type: flip-flop
* Req. time, crit path at 2.26 ns
* Routed vias at 1622
* Setup Fix Bufs, Post-CTS at 0
* Pin count of the biggest net entering global routing at 21
* Core Box Area at 5270 sq um
* Peak supply drop at 0.522 mV
* Count of buffers inserted at the top-level ports at 20
* DR WL/cell at 18.0 um
* # Cells Yosys at 174
* Post-route worst setup slack at 0.290 ns
* Critical path's top delay family: buffers and inverters
* DRT iter0 DRCs at 59
* PwrDens at 735 nW/um^2
* Worst Hold Endpoint: XR.temp[1][3]
* Synth top area cells: edfxtp_1, mux2i_1, dlxtp_1
* DPL Wire Length at 3.70 mm
* Number of cells on the worst hold path at 3
* Leakage power at 1.22 nW
* Unrepaired setup endpoints after global routing: false
* Root buffer cell: clkbuf_8
* Count of unclocked register or latch pins at 8
* Setup TNS after final layout at 0 ns
* I/O Pins at 21
* Flop and latch count out of synthesis at 72
* Final tally of max-slew violations at 0
* Chip area at 5940 sq um
* Highest net fanout along the worst path at 9
* H-tree levels at 3
* Switch share at 22.1%
* NetSw at 0.550 mW
* Sequential share of power at 58.2%
* Cell area after synthesis at 2820 sq um
* Number of buffers and inverters on the critical path at 2
* Path type of the worst min-delay path: in2reg
* Cts hold-fix bufs at 0
* Crit share post-route at 86.8%
* Final routed DRC violation total at 0
* Fp_density at 53.5%
* Worst path arrival time at 1.97 ns
* Result of the run: finished clean
cell families after synthesis:
| family | after synthesis | share of synthesized area (%) |
|---|---|---|
| latches | 8 | 4.26 |
| buffers and inverters | 13 | 3.46 |
| xor gates and xnor gates | 10 | 3.11 |
| AOI/OAI and AO/OA | 28 | 7.19 |
| adders and majority gates | 1 | 0.400 |
| muxes | 23 | 8.21 |
| and+or+nand+nor | 27 | 5.15 |
| DFF | 64 | 68.2 |
worst max path at each step:
stage	start	to	slack, ns	cells past startpoint
CTS	index[0]	XR.temp[3][7]	0.33	4
global route	index[0]	XR.temp[0][7]	0.19	4
finish	index[0]	XR.temp[3][7]	0.29	4
power by group through the flow:
stage / clock network [mW] / logic [mW] / registers [mW]
4_1_cts: 0.806 / 0.250 / 1.45
5_1_grt: 0.869 / 0.273 / 1.45
6_report: 0.793 / 0.248 / 1.45
stage by stage:
| stage | power, mW | hold WS (ns) | instances |
|---|---|---|---|
| floorplan | 1.62 | 0.730 | 174 |
| global route | 2.59 | 0.845 | 298 |
| CTS | 2.50 | 0.824 | 298 |
| finish | 2.49 | 0.850 | 298 |
| detailed placement | 1.72 | 1.17 | 283 |
| global placement | 1.72 | 1.18 | 283 |
sequential cells by signal, summed over array words and instances (netlist names):
name	count
XR.dataOut	8
XR.temp	64
cells in the final DEF (no fill, tap or decap), types with 2 or more instances in the layout:
cell / instances
edfxtp_1: 64
buf_4: 30
mux2i_1: 22
clkdlybuf4s50_1: 19
clkbuf_8: 9
dlxtp_1: 8
nor2_1: 7
o22ai_1: 7
nor3b_1: 7
a211oi_1: 7
o22a_1: 7
xor2_1: 5
xnor2_1: 5
nand2_1: 4
nor3_1: 4
nand2b_1: 3
a21oi_1: 3
clkinv_1: 2
clkinv_2: 2
routing by layer:
layer	routed length, um	global-route usage, %	share of wire, %	vias up
met1	2220	35.0	41	772
met5	0	0	0	-
li1	-	-	-	768
met2	2510	30.4	47	71
met3	502	9.43	9.4	11
met4	121	4.53	2.3	0
synth_stat cells:
master / count
edfxtp_1: 64
mux2i_1: 22
dlxtp_1: 8
a211oi_1: 7
nor2_1: 7
nor3b_1: 7
o22a_1: 7
o22ai_1: 7
buf_2: 6
xnor2_1: 5
xor2_1: 5
buf_6: 4
nand2_1: 4
nor3_1: 4
a21oi_1: 3
nand2b_1: 3
a211o_1: 1
a21boi_1: 1
a41oi_1: 1
buf_8: 1
inv_1: 1
inv_2: 1
maj3_2: 1
mux2_2: 1
nor2b_1: 1
o21ai_0: 1
or3_1: 1
layout make-up:
class / count / area (sq um)
multi-input cells: 89 / 678
repair buffers: 50 / 420
flip-flops and latches: 72 / 2040
well taps: 70 / 87.6
inverters: 2 / 7.51
clock buffers: 10 / 128
fillers: 393 / 1880
clock inverters: 5 / 25.0
Power is estimated from default activity; no workload was simulated.
